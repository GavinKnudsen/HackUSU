### flow/config.mk
export PLATFORM = sky130hd
export DESIGN_NAME = alu
export DESIGN_NICKNAME = alu
export VERILOG_FILES = /design/flow/design.v
export SDC_FILE = /design/flow/constraint.sdc
export NUM_CORES = 4
export LEC_CHECK = 1
export CORE_AREA = 10 10 70 70
export DIE_AREA = 0 0 80 80
### flow/constraint.sdc
current_design alu

set clk_period 2.2
set clk_io_pct 0.2

create_clock -name clk0 -period $clk_period [get_ports {clk}]

set non_clock_inputs [all_inputs -no_clocks]
set_input_delay [expr $clk_period * $clk_io_pct] -clock clk0 $non_clock_inputs
set_output_delay [expr $clk_period * $clk_io_pct] -clock clk0 [all_outputs]
### flow/design.v
`timescale 1ns/1ps
module alu(	input  [3:0]Rx,
		input  [3:0]Ry,
		input  [1:0]op,
		input  clk,
		output reg [3:0]q);
	always @(posedge clk) begin
		case(op)
			2'b00:	q <= Rx + Ry;
			2'b01: 	q <= Rx - Ry;
			2'b10: 	q <= Rx & Ry;
			2'b11: 	q <= ~Rx;
		endcase
	end
endmodule
### flow/run.sh
#!/bin/bash
# OpenROAD 26Q1-2900-gdf79404cd8, Yosys 0.63+post, stock flow scripts
make -C /OpenROAD-flow-scripts/flow DESIGN_CONFIG=/design/flow/config.mk WORK_HOME=/design/flow/orfs finish
==> flow_metrics.tcl <==
# flow metrics
set metrics [dict create \
    outcome "finished clean" \
    rd_place_congestion 0.842 \
    worstPathArrival_ns 2.23 \
    synthCells 53 \
    largest-register "q" \
    drt-initial-drc-count 33 \
    final_max_slew_viol_count 0 \
    share_of_layout_cells_above_drive_strength_1_pct 40.7 \
    finish.cell_count_without_fillers 127 \
    worstSetupStartpointType "primary input" \
    synthDominantCellAreaShare_pct 17.4 \
    cts_hold_buf 0 \
    die_area_um2 6400 \
    area.growth.synth_to_final_pct 74.2 \
    post_synth.cell_area_avg_um2 8.69 \
    drc_errors 0 \
    topCombFamilyByArea "simple AND/OR/NAND/NOR gates" \
    numPortBuffers 14 \
    tritoncts.num_buffers 3 \
    critical_path_required_ns 2.31 \
    post_layout_min_period_ns 2.12 \
    cts.sinks 4 \
    grt_antenna_before_repair 0 \
    post_drt_via_cell_ratio 3.50 \
    synth.area.top_cells "sky130_fd_sc_hd__dfxtp_1 17%, sky130_fd_sc_hd__ha_1 14%, sky130_fd_sc_hd__mux2_2 4.9%" \
    buffers_from_clock_root_to_sink_at_most 2 \
    fmax_mhz 472 \
    drtPass1Iterations 4 \
    post_synth_instance_area_um2 460 \
    drv.max_cap_violation_count 0 \
    routedWlPerCell_um 9.86 \
    post-place-cells 123 \
    seq_area_frac_synth_pct 17.4 \
    final_layout_top_logic_cell "sky130_fd_sc_hd__buf_4" \
    fin_crit_sh_pct 96.3 \
    top_regs "q x4" \
    layout_top_cells "13 x sky130_fd_sc_hd__buf_4, 10 x sky130_fd_sc_hd__clkdlybuf4s50_1, 6 x sky130_fd_sc_hd__nand2_1" \
    final-hold-violation-count 0 \
    num_vias 445 \
    simple_gate_share_pct 22.0 \
    htreeDepth 1 \
    critical_path_fanout_max 4 \
    ys_chip_area_um2 460 \
    synth.largest_area_cell "sky130_fd_sc_hd__dfxtp_1" \
    rows 21 \
    synth.cellmix.compoundShare_pct 19.3 \
    tritoncts "done" \
    power.total_uw 370 \
    final-setup-viol-count 0 \
    dieWidth_um 80 \
    timing.setup.critical_path_class "primary input to flip-flop" \
    grt_setup_unrepaired "no" \
    grt_start_max_net_pins 11 \
    core_util_floorplan_pct 13.5 \
    routed_wl_um 1250 \
    worst_setup_path_end_kind "flip-flop" \
    stage_log_warnings 26 \
    synth.cellmix.adderShare_pct 17.9 \
    synth_flop_count 4 \
    grt.overflow.total 0 \
    n_antenna_cell 0 \
    mux_area_share_pct 9.24 \
    cts.reportedPaths.clkPinSlew_ns 0.04 \
    hold_depth 4 \
    grt_pass1_vias 453 \
    critPathLaunch "op[1]" \
    ir_worst_vdd_uv 99.8 \
    worst_slew_margin_rel_pct 80.8 \
    yosys-stat-cells 53 \
    worst_pin_slew_ns 0.284 \
    hold_path_startpoint "Ry[0]" \
    ios 15 \
    yosysWarnings 1 \
    hold_path.class "primary input to flip-flop" \
    largest_reg_flops 4 \
    die_h_um 80 \
    xor_area_share_pct 7.61 \
    synth.distinct_cells 27 \
    design.core.area_um2 3420 \
    power_density_nw_per_um2 461 \
    detail-route-antenna-nets 0 \
    grt_pass1_wl_um 2040 \
    grt_use_total_pct 3.87 \
    cellLeakagePower_uw 0.000349 \
    clk_root_buffer_cell "sky130_fd_sc_hd__clkbuf_4" \
]
==> kinds of logic (layout without fill, tap and decap cells) <==
kind of cell / after synthesis / after routing
muxes: 4 / 4
AOI/OAI and AO/OA: 12 / 12
and+or+nand+nor: 17 / 17
adders and majority gates: 6 / 6
DFF: 4 / 4
buffers and inverters: 6 / 34
xor gates and xnor gates: 4 / 4
==> layout make-up <==
class	instances	area (um^2)
fillers	368	2610
clock buffers	3	22.5
repair buffers	27	225
flip-flops and latches	4	80.1
inverters	4	15.0
multi-input cells	43	402
well taps	46	57.6
==> path summary, 6_finish.rpt <==
path,endpoint,slack [ns]
worst min-delay path,q[0]$_DFF_P_,0.67
worst max-delay path,q[3]$_DFF_P_,0.08
==> cells in the mapped netlist <==
master	instances
sky130_fd_sc_hd__o211ai_1	1
sky130_fd_sc_hd__nor3_1	1
sky130_fd_sc_hd__nand4b_1	1
sky130_fd_sc_hd__clkbuf_1	1
sky130_fd_sc_hd__mux2i_1	2
sky130_fd_sc_hd__nor2_1	4
sky130_fd_sc_hd__inv_1	4
sky130_fd_sc_hd__a21oi_1	4
sky130_fd_sc_hd__nand2b_4	1
sky130_fd_sc_hd__buf_6	1
sky130_fd_sc_hd__o211a_1	1
sky130_fd_sc_hd__fa_1	1
sky130_fd_sc_hd__mux2_2	2
sky130_fd_sc_hd__nor2b_1	1
sky130_fd_sc_hd__o21ai_0	2
sky130_fd_sc_hd__ha_1	5
sky130_fd_sc_hd__xor2_1	2
sky130_fd_sc_hd__xnor2_1	2
sky130_fd_sc_hd__a21o_1	1
sky130_fd_sc_hd__dfxtp_1	4
sky130_fd_sc_hd__o21ai_2	1
sky130_fd_sc_hd__nor2_2	1
sky130_fd_sc_hd__nor3b_1	1
sky130_fd_sc_hd__nor3_4	1
sky130_fd_sc_hd__o311ai_0	1
sky130_fd_sc_hd__nand2_1	6
sky130_fd_sc_hd__a21oi_4	1
==> routing by layer <==
metal	global-route usage (%)	wire length, um
met1	5.06	577
met2	5.62	562
met3	1.82	112
met4	0.880	0
met5	0	0
==> critical path, stage by stage <==
cell and delay [ns]:
sky130_fd_sc_hd__dlygate4sd2_1 0.29, sky130_fd_sc_hd__nor2b_4 0.17, sky130_fd_sc_hd__nor2_2 0.06, sky130_fd_sc_hd__xnor2_2 0.14, sky130_fd_sc_hd__ha_4 0.28, sky130_fd_sc_hd__nor2_2 0.04
sky130_fd_sc_hd__a21oi_4 0.16, sky130_fd_sc_hd__mux2_4 0.32, sky130_fd_sc_hd__a21oi_2 0.11, sky130_fd_sc_hd__o211a_1 0.18, sky130_fd_sc_hd__o21ai_2 0.05
==> timing repair <==
item / in CTS / in global routing
endpoints found under the hold margin: 0 / 0
pin swaps: 5 / 5
gates resized: 7 / 8
setup buffers: 1 / 0
setup endpoints to repair: 1 / 1
==> power by group <==
group	switching [uW]	internal, uW
Combinational	79.0	115
Sequential	2.36	84.8
Clock	28.3	60.9
Total	110	260
==> per-stage QoR <==
stage	setup slack (ns)	cell area [um^2]	hold slack (ns)	setup TNS [ns]	utilization (%)
floorplan	0.000157	493	0.630	0	-
detailed placement	-0.520	752	1.11	-0.639	22.0
CTS	0.0485	785	0.772	0	23.0
global route	0.0273	802	0.715	0	23.5
global placement	-0.488	752	1.11	-0.538	22.0
finish	0.0809	802	0.673	0	23.5
Power and IR drop assume default switching activity.
