==> ./design.v <==
module Debounce(
	input b,
	input clk,
	output reg d);
	integer state = 2'b00;
	always @(posedge clk) begin
		case(state)
			2'b00: begin
				d <= 0;
				if (b == 1) begin
					state = 2'b01;
				end
				else begin
					state = 2'b00;
				end
			end
			2'b01: begin
				if (b == 1) begin
					state = 2'b10;
				end 
				else begin
					state = 2'b00;
				end
			end
			2'b10: begin
				if (b == 0) begin
					state = 2'b11;
				end
				else begin
					state = 2'b10;
				end
			end
			2'b11: begin
				if (b == 0) begin
					state = 2'b00;
					d <= 1;
				end
				else begin
					state = 2'b10;
				end
			end
		endcase
	end
endmodule
module program(	input  clk,
		input  go,
		input  rst,
		output reg[11:0]data);
	reg [3:0] select;
	reg [3:0] limit;
	always @(posedge clk) begin
		limit = 4'b1000;
		if (rst) begin
			select <= 4'b0000;
		end
		if (go) begin
			if (select < limit) begin
				select <= select + 1'b1;
			end
			else begin
				select <= 4'b0000;
			end
		end
		else begin
			select <= select;
		end
	end
	always @(posedge clk)
		case(select)
			4'b0000:	data = 12'b000000000001;
			4'b0001:	data = 12'b100001000000;
			4'b0010:	data = 12'b010000000000;
			4'b0011:	data = 12'b010100000000;
			4'b0100:	data = 12'b110001000000;
			4'b0101:	data = 12'b110100010000;
			4'b0110:	data = 12'b010000000000;
			4'b0111: 	data = 12'b010100000000;
		endcase
endmodule
module top(	input [1:0]op,
		input [1:0]register,
		input [7:0]data,
		input clk,
		input go,
		input program,
		input load, 
		output reg [7:0]q);
	reg [7:0] one;
	reg [7:0] two;
	reg [7:0] three;
	reg [7:0] four;
	reg [7:0] dataMan;
	reg [1:0] regMan;
	reg [1:0] opMan;
	wire [11:0] programData;
	reg [1:0] temp;
	reg [1:0] math;
	wire button;
	wire button2;
	program myProgram (.clk(clk), .go(button2), .rst(program), .data(programData)); 
	Debounce myButton (.b(go), .d(button), .clk(clk));
	Debounce loader (.b(load), .d(button2), .clk(clk));
	always @(posedge clk) begin
		if (~program) begin
			dataMan <= data;
			opMan <= op;
			regMan <= register;
		end
		else begin
			opMan <= programData[11:10];
			regMan <= programData[9:8];			
			dataMan <= programData[7:0];
		end
	end
	always @(posedge clk) begin
		temp = dataMan[7:6];
		math = dataMan[5:4];
		case(button)
			1'b1: case(opMan)
				2'b00:	case(regMan)
						2'b00:	one = dataMan;
						2'b01:	two = dataMan;
						2'b10: three = dataMan;
						2'b11: 	four = dataMan;
					endcase
				2'b01: case(regMan)
						2'b00: q = one;
						2'b01: q = two;
						2'b10: q = three;
						2'b11: q = four;
					endcase
				2'b10: case(temp)
						2'b00: case(regMan)
								2'b00:  one = one;
								2'b01: 	two = one;
								2'b10: 	three = one;
								2'b11: 	four = one;
							endcase
						2'b01: case(regMan)
								2'b00: one = two;
								2'b01: two = two;
								2'b10: three = two;
								2'b11: four = two;
							endcase	
						2'b10: case(regMan)
								2'b00: one = three;
								2'b01: two = three;
								2'b10: three = three;
								2'b11: four = three;
							endcase
						2'b11: case(regMan)
								2'b00: one = four;
								2'b01: two = four;
								2'b10: three = four;
								2'b11: four = four;
							endcase
					endcase
				2'b11: case(math)
						2'b00: case(regMan)
							2'b00: case(temp)
									2'b00:	one = one + one; 
									2'b01: 	one = one + two;
									2'b10: 	one = one + three;
									2'b11:  one = one + four;
								endcase
							2'b01: case(temp)
									2'b00: two = two + one;
									2'b01: two = two + two;
									2'b10: two = two + three;
									2'b11: two = two + four;
								endcase
							2'b10: case(temp)
									2'b00: three = three + one;
									2'b01: three = three + two;
									2'b10: three = three + three;
									2'b11: three = three + four;
								endcase
							2'b11: case(temp)
									2'b00: four = four + one;
									2'b01: four = four + two;
									2'b10: four = four + three;
									2'b11: four = four + four;
								endcase
							endcase
						2'b01: case(regMan)
							2'b00: case(temp)
									2'b00:	one = one - one; 
									2'b01: 	one = one - two;
									2'b10: 	one = one - three;
									2'b11:  one = one - four;
								endcase
							2'b01: case(temp)
									2'b00: two = two - one;
									2'b01: two = two - two;
									2'b10: two = two - three;
									2'b11: two = two - four;
								endcase
							2'b10: case(temp)
									2'b00: three = three - one;
									2'b01: three = three - two;
									2'b10: three = three - three;
									2'b11: three = three - four;
								endcase
							2'b11: case(temp)
									2'b00: four = four - one;
									2'b01: four = four - two;
									2'b10: four = four - three;
									2'b11: four = four - four;
								endcase
							endcase
						2'b10: case(regMan)
							2'b00: case(temp)
									2'b00:	one = one & one; 
									2'b01: 	one = one & two;
									2'b10: 	one = one & three;
									2'b11:  one = one & four;
								endcase
							2'b01: case(temp)
									2'b00: two = two & one;
									2'b01: two = two & two;
									2'b10: two = two & three;
									2'b11: two = two & four;
								endcase
							2'b10: case(temp)
									2'b00: three = three & one;
									2'b01: three = three & two;
									2'b10: three = three & three;
									2'b11: three = three & four;
								endcase
							2'b11: case(temp)
									2'b00: four = four & one;
									2'b01: four = four & two;
									2'b10: four = four & three;
									2'b11: four = four & four;
								endcase
							endcase
						2'b11: case(regMan)
							2'b00: case(temp)
									2'b00:	one = ~one; 
									2'b01: 	one = ~two;
									2'b10: 	one = ~three;
									2'b11:  one = ~four;
								endcase
							endcase
					endcase
				endcase
			1'b0: 	begin 
				q = q;
				one = one;
				two = two;
				three = three;
				four = four;
				end
			endcase
		end
endmodule
==> ./run.sh <==
#!/bin/bash
# OpenROAD 26Q1-2900-gdf79404cd8, Yosys 0.63+post, stock flow scripts
make -C /OpenROAD-flow-scripts/flow DESIGN_CONFIG=/design/flow/config.mk WORK_HOME=/design/flow/orfs finish
==> ./config.mk <==
export PLATFORM = sky130hd
export DESIGN_NAME = top
export DESIGN_NICKNAME = top
export VERILOG_FILES = /design/flow/design.v
export SDC_FILE = /design/flow/constraint.sdc
export NUM_CORES = 4
export LEC_CHECK = 1
export CORE_UTILIZATION = 30
==> ./constraint.sdc <==
current_design top

set clk_period 5.8
set clk_io_pct 0.2

create_clock -name clk0 -period $clk_period [get_ports {clk}]

set non_clock_inputs [all_inputs -no_clocks]
set_input_delay [expr $clk_period * $clk_io_pct] -clock clk0 $non_clock_inputs
set_output_delay [expr $clk_period * $clk_io_pct] -clock clk0 [all_outputs]
==> run notes <==
The following summarizes the physical implementation.

Final timing
The highest attainable clock frequency is 225 MHz. The final hold slack is between 0.4 and 0.5 ns. Setup total negative slack on the finished layout was measured at 0 ns.

Setup violations remaining at the end of the flow were counted as 0. The normalized max-slew margin is a little over two fifths. For reference, the final report shows the hold violation count at 0. For the finished layout, the period the worst path requires is 4.45 ns. For the final database, setup skew stands at approximately 0.012 ns.

Pins over their slew limit in the final report were tallied at 0. Setup repair after global routing left no endpoint under its margin. The actual transition at the worst max-transition pin is just under 0.9 ns. The ratio of final minimum period to clock period is between 70 and 80%.

Worst setup path
The arrival time at the worst endpoint is approximately 4.5 ns. The cell type with the highest occurrence count on the critical path is sky130_fd_sc_hd__maj3_1. Looking at the reg2reg group, the worst path ends at three[6]$_DFFE_PP_. The STA report counts the stages on the worst setup path as 13.

Broken down by cell family, the worst path's largest delay share belongs to adder cells. The register-to-register setup slack is ~1.3 ns. The worst register-to-register path depth is 13. The number of buffer and inverter stages on the critical path is 1. STA classifies the critical path startpoint as a register. The slowest library cell on the worst path is sky130_fd_sc_hd__a31oi_1. For reference, the critical path is captured by three[6]$_DFFE_PP_.

The signal on the critical path passes through ha_2 -> nand2_1 -> a31oi_1 -> ha_1 -> inv_1 -> ha_1 -> a311oi_1 -> maj3_1 -> a21oi_1 -> maj3_1 -> maj3_1 -> xnor2_1 -> o21ai_0. The start point of the critical path is dataMan[6]$_DFF_P_. The worst setup path is captured at a register.

In the setup report, the worst path falls into the class register to register. The start of the worst register-to-register path is dataMan[6]$_DFF_P_. Of all nets on the critical path, the largest fanout is 27. The largest stage delay on the critical path is approximately 0.65 ns. The data required time of the critical path is between 5 and 6 ns.

Drt
The first TritonRoute pass finished after 6 iterations. The routed layout reports a DRC error count of 0. The first-iteration detailed-routing DRC count is 1,095. The average detailed-routed wire length per instance is 23.1 um. The number of antenna diodes is 0. Per the detail_route report, the via count comes to about 9.4k. The final layout contains routed wiring with a total length of ~35 mm. Per the post-route antenna check, the number of violating nets is 0.

The detail-routed via count per cell is about 6.2.

Logic synthesis
The share of the Yosys chip area taken by registers is 21.1%. By area the synthesized netlist is led by sky130_fd_sc_hd__edfxtp_1 18%, sky130_fd_sc_hd__ha_1 11%, sky130_fd_sc_hd__a21oi_1 5.6%, sky130_fd_sc_hd__xnor2_1 4.9%, sky130_fd_sc_hd__nand2_1 4.9%. Before any placement, the netlist area is recorded as a little over 9000 um2. In the synthesized netlist, the cells that appear most often are 118 x sky130_fd_sc_hd__nand2_1, 103 x sky130_fd_sc_hd__a21oi_1, 86 x sky130_fd_sc_hd__o21ai_0. The mean area per synthesized cell is 7.86 um2. In the synthesis report, Yosys lists the chip area as slightly above 9000 um2. After synthesis, the share of flip-flops with an asynchronous set or reset is 0%. Per the post-synthesis report, the number of cells in the design is ~1.2k.

In the post-synthesis netlist, the cell with the most instances is sky130_fd_sc_hd__nand2_1. Yosys stat counts about 1.2k cells in the synthesized netlist. In the synthesized netlist the dominant register cell turns out to be sky130_fd_sc_hd__edfxtp_1.

The Yosys warning count is 3. The post-synthesis register bit count is 68. Per the synthesis report, the single largest cell type by area occupies about 18% of cell area. The count of library flops with an enable pin is around 56. sky130_fd_sc_hd__edfxtp_1 takes more of the synthesized area than any other cell. The number of different library cells in the post-synthesis netlist is slightly below 80.

Cells and area
The non-filler instance count after layout is 1,528. The post-route cell area is approximately 10,000 um2. Across the whole layout, storage elements account for 1920 um2.

In the final layout, the multi-input gates occupy 6680 um2. Per the final layout report, the fraction of cells sized above drive strength 1 comes to roughly 6.6%. The layout has ~3.1k filler cells. Per the run report, area growth between synthesis and finish was 9.66%.

Job
The number of violations of the max-capacitance limit is 0. The tool warning count is approximately 40.

Global route
The via count of the first global-routing pass came to approximately 8.9k. Per the GRT congestion report, total overflow comes to 0. The largest net degree at the start of global routing is between 50 and 60. The global routing usage summed across all routing layers is between 20% and 30%. The number of antenna violations at the first check in global routing came to 0. The first global-routing pass estimated 54.1 mm of wire.

Pwr
Summing internal, switching and leakage power gives between 0.003 and 0.004 W. Summed over all cells, the static leakage comes to around 3.7 nW. The worst-case IR drop observed on VDD is roughly 0.16 mV. Power spread over the standard cell area amounts to around 350 nW/um2.

CTS
The post-cts resize count is 0. The post-CTS clock slew at the launch and capture registers of the worst setup and hold paths is ~0.070 ns. The clock passes through at most 2 buffers. The source-to-sink clock delay at the later pin of the worst-skew pair is roughly 0.35 ns. The clock buffer count from CTS is 9. The sink count of the clock tree is around 68.

The post-CTS setup buffer count is 0. The root buffer cell is sky130_fd_sc_hd__clkbuf_16. TritonCTS built the clock tree. Hold repair after CTS inserted 0 buffers. The H-tree generated during clock tree synthesis spans 3 levels.

Floorplanning
From bottom edge to top edge, the die measures 176 um. The initial core utilization is a little under a third. In this run the horizontal extent of the chip is roughly 180 um.

The core outline area is about 30,000 um2. According to the I/O placement log, the pin count is 24. The number of rows in the core area is around 63. The overall chip area is 31,100 um2.

Placed design
Summing all placed instances gives a cell area of roughly 9700 um2. The placer congestion estimate is around 0.99. The instance count after placement with tap cells included is 1,512. Port buffering added 23 buffers.

The HPWL after detailed placement is 25.5 mm.

Run status
The run finished with clean final reports.

Min path
The path class of the lowest-slack min-delay path is register to register.
sequential cells by signal, indices dropped and copies added, names as in the netlist, 4 cells and up, named ones only:
name,cells
dataMan,8
two,8
one,8
three,8
myProgram.select,4
q,8
myProgram.data,6
four,8
layout by cell type, fill, tap and decap left out, types with 20 or more instances in the layout:
cell | Yosys | routed
sky130_fd_sc_hd__inv_1 | 45 | 44
sky130_fd_sc_hd__ha_1 | 79 | 75
sky130_fd_sc_hd__nor2_1 | 78 | 78
sky130_fd_sc_hd__o21ai_0 | 86 | 86
sky130_fd_sc_hd__a31oi_1 | 27 | 27
sky130_fd_sc_hd__o211ai_1 | 23 | 23
sky130_fd_sc_hd__buf_4 | 2 | 27
sky130_fd_sc_hd__a21o_1 | 20 | 20
sky130_fd_sc_hd__clkdlybuf4s50_1 | 0 | 23
sky130_fd_sc_hd__nand2_1 | 118 | 118
sky130_fd_sc_hd__xnor2_1 | 51 | 51
sky130_fd_sc_hd__nand3_1 | 32 | 32
sky130_fd_sc_hd__a22oi_1 | 45 | 45
sky130_fd_sc_hd__a211oi_1 | 27 | 27
sky130_fd_sc_hd__edfxtp_1 | 56 | 56
sky130_fd_sc_hd__a21oi_1 | 103 | 102
per-layer routing:
metal,up-vias,routed length (um),global-route usage [%]
met5,-,0,0
met4,0,2010,11.1
met3,112,3630,5.20
met2,570,15000,34.5
met1,4353,14700,33.6
li1,4375,-,-
through the flow:
| step | setup WS [ns] | util [%] |
|---|---|---|
| floorplan | 1.31 | - |
| global placement | 1.44 | 32.6 |
| detailed placement | 1.42 | 32.6 |
| CTS | 1.40 | 33.6 |
| global route | 1.08 | 33.6 |
| finish | 1.35 | 33.6 |
cell type report:
type	instances	share of cell area, %
inverters	48	1.80
repair buffers	50	4.33
flip-flops and latches	68	19.2
multi-input cells	956	66.7
clock buffers	9	2.25
clock inverters	7	0.838
well taps	390	4.88
worst register-to-register path: cells and delay by family, from the launching register on:
family,cells,cell delay (ns)
DFF,1,0.37
AOI/OAI and AO/OA,4,1.28
xor gates and xnor gates,1,0.14
buffers and inverters,1,0.04
adders and majority gates,6,2.12
and+or+nand+nor,1,0.27
worst min path at each step:
stage                            start            endpoint  slack, ns  depth (start not counted)
6_report   myProgram.data[4]$_DFFE_PP_  dataMan[4]$_DFF_P_       0.48                          1
4_1_cts    myProgram.data[4]$_DFFE_PP_  dataMan[4]$_DFF_P_       0.48                          1
5_1_grt   myProgram.data[11]$_DFFE_PP_    opMan[1]$_DFF_P_       0.50                          1
power by group:
part / switching (W) / internal [W] / total [W]
Sequential: 0.000144 / 0.000633 / 0.000777
Clock: 0.000253 / 0.000341 / 0.000594
Combinational: 0.00128 / 0.000817 / 0.00210
kinds of logic (layout without fill, tap and decap cells):
kind of cell	after synthesis	in the layout	share of synthesized area, %
AND-OR/OR-AND	465	465	34.7
XOR/XNOR	69	69	6.62
adder cells (fa/ha/maj)	90	90	12.7
buffers and inverters	138	114	5.98
flip-flops	68	68	21.1
multiplexers	22	22	3.61
other	1	2	0.0411
AND/OR/NAND/NOR	308	308	15.3
No activity file was given, so power comes from the tool's default toggle rates.
